$ cat flow/config.mk
export PLATFORM = sky130hd
export DESIGN_NAME = eab
export DESIGN_NICKNAME = eab
export VERILOG_FILES = /design/flow/design.v
export SDC_FILE = /design/flow/constraint.sdc
export NUM_CORES = 4
export LEC_CHECK = 1
export CORE_AREA = 10 10 95 95
export DIE_AREA = 0 0 105 105
$ cat flow/constraint.sdc
current_design eab

set clk_period 7.1
set clk_io_pct 0.2

create_clock -name clk0 -period $clk_period

set non_clock_inputs [all_inputs -no_clocks]
set_input_delay [expr $clk_period * $clk_io_pct] -clock clk0 $non_clock_inputs
set_output_delay [expr $clk_period * $clk_io_pct] -clock clk0 [all_outputs]
$ cat flow/design.v
`timescale 1ns/100ps
module eab(IR, Ra, PC, selEAB1, selEAB2, eabOut);
    input [10:0] IR;
    input [15:0] Ra;
    input [15:0] PC;
    input selEAB1;
    input [1:0] selEAB2;
    output [15:0] eabOut;
    wire [15:0] adder1, adder2, sext0, sext1, sext2;
    assign sext0 = {{5{IR[10]}}, IR[10:0]}; 
    assign sext1 = {{7{IR[8]}}, IR[8:0]}; 
    assign sext2 = {{9{IR[5]}}, IR[5:0]};
	assign adder1 = (selEAB2 == 0)? 16'h0000:(selEAB2 == 1)? sext2:(selEAB2 == 2)? sext1:sext0;
	assign adder2 = (selEAB1 == 0)? PC:Ra;
	assign eabOut = adder1 + adder2;
endmodule
$ cat flow/run.sh
#!/bin/bash
# OpenROAD 26Q1-2900-gdf79404cd8, Yosys 0.63+post, stock flow scripts
make -C /OpenROAD-flow-scripts/flow DESIGN_CONFIG=/design/flow/config.mk WORK_HOME=/design/flow/orfs finish
==> run notes <==
Reports from this run.

- The flow ran to the end, and the final reports show no timing, DRC or antenna violations.
- The count of endpoints failing setup in the final report is 0.
- The post-synthesis cell count is ~140.
- The die span in y reads 105 um.
- The final worst setup slack reads 0.879 ns.
- In the final layout, the fill cell count is 770.
- The count of boundary I/O pins reads 62.
- The via count of the first global-routing pass is 1332.
- The Yosys step of the flow raised 0 warnings.
- The post-synthesis cell type with the largest combined area reads sky130_fd_sc_hd__ha_1.
- The minimum clock period after layout reads about 6.2 ns.
- The total number of warnings across the stage logs reads 32.
- The average instance in the mapped netlist occupies approximately 7.5 um2.
- The global-route usage over all layers reads ~6.7%.
- The portion of the clock cycle consumed by the worst path in the final layout reads between 80% and 90%.
- The normalized max-slew margin reads roughly 69%.
- The core utilization before placement is between 10 and 15%.
- The sequential standard cell area reads 0 um2.
- The number of remaining DRC errors reads 0.
- The quantity of I/O buffers inserted on ports reads 62.
- The critical path endpoint has a required time of 5.68 ns.
- STA classifies the critical path endpoint as an output port.
- Setup repair after global routing left no endpoint under its margin.
- The largest net degree at the start of global routing is 11.
- Per the cell usage report, the commonest logic cells after layout are 62 x sky130_fd_sc_hd__clkdlybuf4s50_1, 16 x sky130_fd_sc_hd__nand2_1, 15 x sky130_fd_sc_hd__mux2_2, 15 x sky130_fd_sc_hd__ha_1, 14 x sky130_fd_sc_hd__a21oi_1.
- The floorplan step set the die width to 105 um.
- The cell count after placement is 291.
- The leakage power figure reads 0.708 nW.
- The total number of vias is 1177.
- The top fanout value on the critical path reads 10.
- After synthesis, the cell types taking the most area are sky130_fd_sc_hd__ha_1 18%, sky130_fd_sc_hd__mux2_2 17%, sky130_fd_sc_hd__xnor2_1 7.7%.
- The design has 0 sequential cells.
- The core region is 0.00691 mm2.
- The synth_stat.txt file lists the number of cells as roughly 140.
- The layout stage reports a final design area of 0.00175 mm2.
- The total of clock buffers placed in the layout reads 0.
- Derived from the worst setup path, the maximum achievable clock frequency is 0.161 GHz.
- The first-pass detailed-route iteration total is 4.
- The initial antenna violation count was 0.
- After clock tree synthesis, the repair step resized 0 gates.
- The sort of element at the start of the critical path reads a primary input.
- The detail-routed net length per standard cell is 13.1 um.
- Per the detail_route report, vias per standard cell equal 4.04.
- Per the layout area report, the combinational gate area comes to 992 um2.
- The final weighted congestion of routability-driven global placement is 0.916.
- The number of hold-repair buffers added at the cts stage reads 0.
- Setup total negative slack on the finished layout was measured at 0 ns.
- The antenna diode count is 0.
- Of the cells placed in the final design, the portion with a size suffix greater than 1 is 10.8%.
- The type of the setup path with the least slack is primary input to output port.
- According to the timing report, the arrival time at the worst endpoint equals 4.80 ns.
- The buffer count from post-CTS setup fixing reads 0.
- The area growth from synthesis to layout is 72.0%.
- In the Yosys stats the netlist draws on 34 distinct library cells.
- Summed over all nets, the half-perimeter wirelength after detailed placement is 3440 um.
- The measured slew at the worst slew-check pin is 0.461 ns.
- The count of standard-cell rows is 30.
- The cell area after synthesis reads 0.00102 mm2.
- The report counts max-capacitance violations totalling 0.
- The wire length of the first global-routing pass reads 6220 um.
- The most used logic cell in the final layout reads sky130_fd_sc_hd__clkdlybuf4s50_1.
- The final standard cell count with taps included and fillers excluded reads 291.
- The count of nets left with antenna violations after detail routing is 0.
- The detailed router finished its first iteration with 52 violations.
- Max-slew check failures listed in the final report amount to 0.
- The number of hold violations in the final report reads 0.
- The chip area is approximately 0.011 mm2.
- Per the detailed-route log, wirelength across all metal layers totals between 3000 and 4000 um.
- The sequential share of the synthesized area reads 0%.
- The end point of the critical path reads eabOut[8].
- For this run, the chip area from Yosys synthesis comes to around 0.0010 mm2.
- The class of the worst hold path is primary input to output port.
- The leftover overflow at the end of global routing is 0.
- The worst ir drop on vdd is 0.0449 mV.
- The areal power density over the cells is 107 mW/mm2.
- In this run the most critical hold path is launched from Ra[0].
- The area fraction of the dominant cell type after synthesis is between 10% and 20%.
- The worst slack at placement reads between 0.8 and 0.9 ns.
- Hold timing on the final database bottoms out at a slack of approximately 4 ns.
- The timing startpoint of the critical path reads selEAB1.
- The placed instance area is 0.00175 mm2.
-- power breakdown --
part / total [mW] / switching (mW) / internal (mW)
logic: 0.187 / 0.0734 / 0.114
clock network: 0 / 0 / 0
registers: 0 / 0 / 0
-- cell usage after synthesis, types with 3 or more instances --
cell	count
sky130_fd_sc_hd__inv_1	3
sky130_fd_sc_hd__mux2_2	15
sky130_fd_sc_hd__nor2b_1	7
sky130_fd_sc_hd__a31oi_1	3
sky130_fd_sc_hd__xor2_1	5
sky130_fd_sc_hd__nand2_1	16
sky130_fd_sc_hd__xnor2_1	9
sky130_fd_sc_hd__nand4_1	3
sky130_fd_sc_hd__o21ai_0	5
sky130_fd_sc_hd__a21oi_1	14
sky130_fd_sc_hd__nand3_1	6
sky130_fd_sc_hd__a21o_1	6
sky130_fd_sc_hd__clkbuf_1	4
sky130_fd_sc_hd__ha_1	15
-- area by class of cell --
type	instances	area share, %
Multi-Input combinational cell	129	56.6
Inverter	3	0.643
Tap cell	96	6.86
Timing Repair Buffer	63	35.9
-- critical path, stage by stage --
cell	delay (ns)
sky130_fd_sc_hd__clkdlybuf4s50_1	0.75
sky130_fd_sc_hd__mux2_2	0.39
sky130_fd_sc_hd__ha_1	0.22
sky130_fd_sc_hd__fa_1	0.42
sky130_fd_sc_hd__a21o_1	0.22
sky130_fd_sc_hd__a31oi_1	0.36
sky130_fd_sc_hd__o21bai_1	0.19
sky130_fd_sc_hd__a21oi_1	0.20
sky130_fd_sc_hd__xnor2_1	0.13
sky130_fd_sc_hd__clkdlybuf4s50_1	0.50
-- kinds of logic (layout without fill, tap and decap cells) --
kind of cell,Yosys count,count (layout),share of synthesized area [%]
mux,16,16,17.6
fa+ha+maj,16,16,20.4
xor+xnor,14,14,12.0
simple gates,41,41,20.3
buf+inv,7,66,2.58
compound gates,42,42,27.2
-- metrics by stage --
step	power (mW)	utilization, %
floorplan	0.0886	-
CTS	0.192	25.4
detailed placement	0.190	25.4
finish	0.187	25.4
global placement	0.191	25.4
global route	0.210	25.4
-- routing by layer --
metal / part of all wire (%) / GRT usage, % / vias to the layer above
met1: 45 / 7.93 / 511
met5: 0 / 0 / -
met3: 6.4 / 1.86 / 2
met2: 48 / 12.0 / 37
li1: - / - / 627
met4: 0.95 / 0.784 / 0
-- how the worst min path moves through the flow --
stage	end	slack (ns)	cells past startpoint
after CTS	eabOut[0]	4.02	4
final	eabOut[0]	4.01	4
after global routing	eabOut[0]	4.05	4
Power is estimated from default activity; no workload was simulated.
