===== /design/flow/run.sh =====
#!/bin/bash
# OpenROAD 26Q1-2900-gdf79404cd8, Yosys 0.63+post, stock flow scripts
make -C /OpenROAD-flow-scripts/flow DESIGN_CONFIG=/design/flow/config.mk WORK_HOME=/design/flow/orfs finish

===== /design/flow/config.mk =====
export PLATFORM = sky130hd
export DESIGN_NAME = fifo1
export DESIGN_NICKNAME = fifo1
export VERILOG_FILES = /design/flow/design.v
export SDC_FILE = /design/flow/constraint.sdc
export NUM_CORES = 4
export LEC_CHECK = 1
export CORE_UTILIZATION = 40

===== /design/flow/constraint.sdc =====
current_design fifo1

set clk_period 3.7
set clk_io_pct 0.2

create_clock -name clk0 -period $clk_period [get_ports {clk}]

set non_clock_inputs [all_inputs -no_clocks]
set_input_delay [expr $clk_period * $clk_io_pct] -clock clk0 $non_clock_inputs
set_output_delay [expr $clk_period * $clk_io_pct] -clock clk0 [all_outputs]

===== /design/flow/design.v =====
`timescale 1ns/100ps
module fifo1 (
  output logic [7:0] dout, 
  output logic       full, empty,
  input  logic       write, read, clk, rst_n,
  input  logic [7:0] din);
  logic [7:0] fifomem [0:15];
  logic [3:0] wptr, rptr;
  logic [4:0] cnt;
  always_ff @(posedge clk or negedge rst_n)
    if (!rst_n) begin
      wptr  <= '0;
      rptr  <= '0;
      cnt   <= '0;
      empty <= '1;
      full  <= '0;
    end
    else 
      case ({write, read})
        2'b00: ;      
        2'b01: begin  
                 full <= '0;
				 if (cnt>0) begin 
					cnt  <= cnt  - 1;
                 	rptr <= rptr + 1;
				 end
                 if (cnt<2) empty <= '1;
               end
        2'b10: begin  
                 empty <= '0;
                 if (cnt<16) begin
                   wptr <= wptr + 1;
                   cnt  <= cnt  + 1;
                 end
                 if (cnt>14) full <= '1;
               end
        2'b11:  
               if (full) begin
                 rptr  <= rptr + 1;
                 cnt   <= cnt  - 1;
				 full <= '0;
               end
               else if (empty) begin
                 wptr  <= wptr + 1;
                 cnt   <= cnt  + 1;
				 empty <= '0;
               end
               else begin
                 wptr  <= wptr + 1;
                 rptr  <= rptr + 1;
               end
      endcase
  always_ff @(posedge clk)
    if (write && ((cnt <16) || ((cnt==16) && read)))
      fifomem[wptr] <= din;
  assign dout = fifomem[rptr];
endmodule

==> summary.txt <==
Observations from the implementation run.

Run status:
- The run finished with clean final reports.

Global routing:
- The run puts the global router's overall resource usage at 18.0%.
- The run puts the global-route wire length before repair at 17600 µm.
- The run puts the maximum number of pins on one net before global-route repair at 33.
- The run puts the final global-route overflow total at 0.
- The number of antenna violations at the first check in global routing was 0.
- The run gives the via count of the first global-routing pass as 3109.

STA:
- The run puts the slew at the pin closest to its max-slew limit at 0.791 ns.
- The run gives the worst slew slack as a fraction of its limit as 47.2%.
- After layout, the worst setup slack is approximately 0.28 ns.
- The worst path uses 92.5% of the clock period.
- For the final database, setup skew stands at 0.00843 ns.
- The run gives the final number of max-transition violations as 0.
- Setup violations remaining at the end of the flow were counted as 0.
- The run gives the maximum achievable frequency as just under 300 MHz.
- The routed design could run at a clock period as short as 3.42 ns.
- The final timing report lists a hold violation count of 0.
- After routing, the total negative slack on setup checks comes to 0 ns.
- Setup repair after global routing left no endpoint under its margin.

CTS:
- Per the skew report, the later register of the worst-skew pair sees a clock latency of 0.41 ns.
- The run puts the number of sinks driven by the clock tree at approximately 140.
- The root buffer cell chosen for the clock tree is clkbuf_16.
- Post-CTS timing repair inserted 0 buffers for setup.
- The run gives the number of levels in the clock H-tree as 4.
- The run gives the clock transition time at the flip-flop clock pins of the worst setup and hold paths as 0.05 ns.
- The run puts the hold buffer count at cts at 0.
- Looking at the clock tree report, the maximum root-to-sink buffer count equals 2.
- The run puts the number of gates given a new drive strength after cts at 0.
- TritonCTS built the clock tree.
- The run puts the CTS buffer count at 17.

Power and ir drop:
- The run gives the worst IR drop on VDD as 0.357 mV.
- The run puts the reported leakage power at 2.33 nW.
- The run gives the power per cell area as 734 nW/µm².
- The run puts the total power of the final layout at 5.05 mW.

Routing:
- In this run the remaining antenna-violating nets after routing total 0.
- In the log, the iteration count for the first detailed-route pass is 5.
- After detailed routing, the average wire length per cell comes to between 20 and 25 µm.
- The run puts the total DRC errors in the routed layout at 0.
- The run gives the number of DRC violations after detailed-routing iteration 0 as 245.
- The run puts the total via count in the routed design at 2878.
- The run gives the number of vias per cell as 5.30.
- The run gives the total inserted antenna cells as 0.
- The run gives the wire length after detailed routing as 11300 µm.

Finish:
- The run gives the number of standard cells in the final layout excluding fillers as around 540.
- The run puts the layout overhead on the synthesized area at 17.6%.
- The multi-input combinational cells in the finished layout cover a total of 1500 µm².
- The run puts the final-layout fill cell count at 1157.
- The run gives the share of final-layout standard cells stronger than drive strength 1 as 20.4%.
- The run gives the sequential cell area in the final layout as 4220 µm².
- The run puts the final design area excluding fillers at 6880 µm².

Critical path:
- The run gives the startpoint type of the worst setup path as a flip-flop.
- At the worst endpoint, the required time is roughly 3.0 ns.
- By startpoint and endpoint, the worst setup path is classified as flip-flop to output port.
- Walking the worst path, the cells encountered are buf_4, mux4_1, a22oi_1, nand2_1, clkdlybuf4s50_1.
- The run puts the flop-to-flop setup slack at 1.56 ns.
- The run puts the top fanout value on the critical path at 18.
- The critical path starts at rptr[0].
- On the worst path, the slowest cell contributes a delay of around 0.71 ns.
- The data arrival time reported for the critical path is 2.68 ns.
- STA classifies the critical path endpoint as an output port.
- The slowest stage of the critical path belongs to the cell dfrtp_2.
- The launch point of the worst register-to-register path is recorded as cnt[0].

Floorplan:
- Measured along the x axis, the die boundary spans between 100 and 150 µm.
- After floorplanning, the core was sized to cover 14100 µm².
- In this run the core area contains 43 standard-cell rows.
- The run puts the die outline height at 123 µm.
- In the floorplan report the effective utilization is about 41%.
- The run puts the total I/O pin count at 22.
- The overall die size recorded for this design is roughly 15000 µm².

Logic synthesis:
- The run puts the share of synthesized area occupied by flip-flops and latches at 72.1%.
- In the synthesized netlist, the number of instances is 306.
- The run gives the count of state elements after synthesis as 143.
- The run gives the synthesized cell area as 5850 µm².
- The run gives the area figure in the yosys stat output as slightly below 6000 µm².
- Yosys stat counts 306 cells in the synthesized netlist.
- The run puts the count of distinct cell types in the synthesized netlist at 40.
- The run gives the dominant register cell in the synthesized netlist as edfxtp_1.
- The run puts the number of warnings reported in the yosys synthesis log at 1.
- The run gives the mean cell area of the mapped netlist as 19.1 µm².
- The run puts the number of synthesized flops with an enable pin at 128.
- The run puts the fraction of registers with async set/reset at 10.5%.

Job:
- In this run the tools logged warnings totalling 30.
- Max-cap violations in this run came to 0.

Worst hold path:
- The most critical min-delay path falls under flip-flop to flip-flop.
- The run gives the launch point of the worst hold path as wptr[3].

Placement:
- The run gives the cell area after placement as 6370 µm².
- The run gives the instance count after placement with tap cells included as 513.
- The run puts the pre-CTS worst setup slack at 0.651 ns.
- The run gives the HPWL reported at the end of detailed placement as just over 7000 µm.
- The run puts the count of input and output buffers at 21.
- The run gives the weighted congestion at the end of routability-driven global placement as 0.792.
==> layer usage <==
metal  vias to the layer above  GRT usage [%]  wire [µm]
li1                       1326              -          -
met1                      1409           24.6       4420
met2                       136           26.8       5560
met3                         7           11.4       1270
met4                         0           1.91         94
met5                         -              0          0
==> area by class of cell <==
class / instances / share of cell area (%)
Clock buffer: 21 / 6.40
Clock inverter: 9 / 1.04
Inverter: 6 / 0.327
Multi-Input combinational cell: 141 / 21.8
Sequential cell: 143 / 61.4
Tap cell: 180 / 3.27
Timing Repair Buffer: 43 / 5.82
==> cell usage after synthesis (all sizes together) (3+ instances only) <==
cell      n  area, µm²
a22oi    16        120
buf      10       85.1
clkbuf    6       25.0
dfrtp    14        350
edfxtp  128       3840
ha        8        100
inv       6       22.5
mux4     32        762
nand2    17       63.8
nand3     7       35.0
nand4     3       18.8
nor2     15       56.3
nor2b     3       18.8
nor3      5       25.0
xnor2    10       87.6
==> path summary, 6_finish.rpt <==
check / to / cells past startpoint
setup / recovery: dout[4] / 5
hold / removal: wptr[3] / 1
setup reg to reg: fifomem[3][7] / 5
hold reg to reg: wptr[3] / 1
max in group asynchronous: rptr[0] / 1
min in group asynchronous: wptr[0] / 1
==> state kept, by name (all words and copies together), names as in the netlist <==
signal / count
cnt: 5
full: 1
empty: 1
rptr: 4
fifomem: 128
wptr: 4
==> through the flow <==
stage | util (%) | hold slack, ns
6_report | 48.8 | 0.492
5_1_grt | 48.8 | 0.514
3_3_place_gp | 45.2 | 0.477
2_1_floorplan | - | 0.444
4_1_cts | 48.8 | 0.491
3_5_place_dp | 45.2 | 0.481
==> worst max-delay path: cells and delay by family, from the launching register on <==
kind,cells,cell delay (ns)
buffers and inverters,2,0.68
AND-OR/OR-AND,1,0.23
flip-flops,1,0.71
multiplexers,1,0.57
AND/OR/NAND/NOR,1,0.09
==> placed cells by master, fill, tap and decap left out, types with 4 or more instances in the layout <==
| cell type | instances |
|---|---|
| a22oi_1 | 16 |
| buf_4 | 20 |
| clkbuf_1 | 4 |
| clkbuf_16 | 17 |
| clkdlybuf4s50_1 | 21 |
| dfrtp_1 | 13 |
| edfxtp_1 | 128 |
| ha_1 | 8 |
| inv_1 | 6 |
| mux4_1 | 11 |
| mux4_2 | 21 |
| nand2_1 | 17 |
| nand3_1 | 7 |
| nor2_1 | 15 |
| nor3_1 | 5 |
| xnor2_1 | 10 |
==> kinds of logic after synthesis <==
logic type	Yosys count	share of synthesized area [%]
flip-flops	143	72.1
AND/OR/NAND/NOR	61	5.13
adder cells (fa/ha/maj)	8	1.71
multiplexers	35	13.6
buffers and inverters	22	2.27
XOR/XNOR	11	1.65
AND-OR/OR-AND	26	3.51
==> power breakdown <==
part | internal, mW | switching [mW]
Combinational | 0.790 | 0.649
Sequential | 1.95 | 0.184
Clock | 0.903 | 0.577
Power figures rest on the tool's default switching activity, not on a simulated workload.
