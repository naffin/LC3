--- ./design.v ---
`timescale 1ns/100ps
`timescale 1ns/100ps
module regfile8x16
  (input clk,
   input rst,
   input writeEN,
   input [2:0] wrAddr, 
   input [15:0] wrData,  
   input [2:0] rdAddrA, 
   output [15:0] rdDataA, 
   input [2:0] rdAddrB, 
   output [15:0] rdDataB); 
   reg [15:0] 	 regfile [0:7];
   assign rdDataA = regfile[rdAddrA];
   assign rdDataB = regfile[rdAddrB];
   always_ff @(posedge clk) begin
      if (rst) begin
	 	regfile[0] <= 0;
	 	regfile[1] <= 0;
	 	regfile[2] <= 0;
	 	regfile[3] <= 0;
	 	regfile[4] <= 0;
	 	regfile[5] <= 0;
	 	regfile[6] <= 0;
	 	regfile[7] <= 0;
      end else begin
	 	if (writeEN) regfile[wrAddr] <= wrData;
      end 
   end
endmodule
--- ./run.sh ---
#!/bin/bash
# OpenROAD 26Q1-2900-gdf79404cd8, Yosys 0.63+post, stock flow scripts
make -C /OpenROAD-flow-scripts/flow DESIGN_CONFIG=/design/flow/config.mk WORK_HOME=/design/flow/orfs finish
--- ./config.mk ---
export PLATFORM = sky130hd
export DESIGN_NAME = regfile8x16
export DESIGN_NICKNAME = regfile8x16
export VERILOG_FILES = /design/flow/design.v
export SDC_FILE = /design/flow/constraint.sdc
export NUM_CORES = 4
export LEC_CHECK = 1
export CORE_UTILIZATION = 30
--- ./constraint.sdc ---
current_design regfile8x16

set clk_period 4.4
set clk_io_pct 0.2

create_clock -name clk0 -period $clk_period [get_ports {clk}]

set non_clock_inputs [all_inputs -no_clocks]
set_input_delay [expr $clk_period * $clk_io_pct] -clock clk0 $non_clock_inputs
set_output_delay [expr $clk_period * $clk_io_pct] -clock clk0 [all_outputs]
==> changes_impl.md <==
### Implementation results

- Synth cell types: 17
- Synth flops: 128
- CP cell instances: buf_2, buf_12, mux4_1, mux2_2, clkdlybuf4s50_1
- DPL Wire Length: 9979 um
- Maximum VDD drop: 0.2587 mV
- Buf/Inv on CP: 3
- Global route hottest layer: met2
- Postcts setup bufs: 0
- Period utilization: 0.8517
- Clock Tree Buf Depth: 2
- Leakage: 2.711 nW
- CP startpoint: rdAddrA[0]
- Biggest register: regfile
- Hold WC Path Type: input pin to flip-flop
- FP Core Util: 0.3055
- Unrepaired setup endpoints after global routing: false
- Syn. warnings: 1
- Yosys Instances: 430
- # DRC: 0
- Reg clk slew, reported paths: 0.05 ns
- Max reg flops: 128
- Crit path DRT: 3.52 ns
- Vias per cell: 5.344
- Register share after synthesis: 0.5557
- Core Util, Final: 0.3684
- Slew @ Worst Pin: 0.7755 ns
- Post-Syn Area: 6917 um2
- CTS tree: done
- Slowest stage cell, crit path: mux4_1
- Port Buffer Count: 59
- CP max stage delay: 0.61 ns
- CP Launch Type: input pin
- Synthesized instance count: 430
- Total track usage: 0.1509
- Leading registers by flop count: regfile x128
- Cts bufs inserted: 17
- WS Path Type: input pin to primary output
- Initial antenna violation count: 0
- Status: completed
- Met3 Use GR: 0.07666
- # IOs: 60
- ANT nets after route: 0
- Post-Route WL: 16350 um
- Largest net degree at the start of global routing: 69
- Minimum clock period: 3.748 ns
- Layout cell share with drive strength beyond 1: 0.1894
- Max Cap Viol: 0
- Antenna fix cells: 0
- Initial DRC Count: 323
- Crit path to: rdDataA[1]
- GR Util met2: 0.2489
- Log Warnings: 25
- 1st-pass router iterations: 4
- Core area: 22640 um2
- Worst Path Max Fanout: 19
- Die ar.: 23670 um2
- Placement row count: 55
- Drt wl/cell: 21.07 um
- Most numerous logic cells after layout: nor3_1, edfxtp_1, clkdlybuf4s50_1
- WHS: 1.265 ns
- TNS Setup: 0 ns
- Die W: 153.8 um
- Met1 Use GR: 0.1869
- First-pass GRT wire length: 25340 um
- Gr ovfl total: 0
- Vias post-DR: 4147
- Max_slew headroom: 0.4830
- Crit path DAT: 2.87 ns
- Max Slew Vio Count: 0
- Fin. Hold Viols: 0
- Clock root cell: clkbuf_16
- Final setup vio count: 0
- CTS Hold Bufs: 0
- DIE HEIGHT: 153.8 um
- Vias in the first global route: 4484
- Tot Pwr: 3.228 mW
- Top Family by Delay on Critical Path: buffers and inverters
- RePlAce Congestion: 0.7626
- Worst Setup End Kind: primary output
- YS chip area: 6917 um2
- Total clock sinks: 128
- H-tree Lvls: 4
- Syn Area/Cell: 16.09 um2
- Pwr per Cell Area: 387.0 nW/um2
- Syn-to-layout area delta: 20.60%
- Maximum clock rate: 266.8 MHz
- Cts repair resizes: 0
- Worst path depth: 5
## metrics by stage
| step | setup WS [ns] | instance area, um2 | std cells |
|---|---|---|---|
| floorplan | 1.517 | 6917 | 430 |
| global placement | 0.6747 | 7767 | 746 |
| detailed placement | 0.6542 | 7767 | 746 |
| CTS | 0.6416 | 8342 | 776 |
| global route | 0.5840 | 8342 | 776 |
| finish | 0.6523 | 8342 | 776 |
## worst min-delay path by stage
stage / cells past startpoint / from / to
CTS: 3 / wrData[1] / regfile[2][1]
global route: 3 / wrData[4] / regfile[4][4]
finish: 3 / wrData[1] / regfile[6][1]
## Yosys cell counts
cell type / count / area (um2)
clkinv_1: 16 / 60.06
clkbuf_1: 26 / 97.59
buf_2: 3 / 15.01
buf_6: 10 / 112.6
or2_2: 1 / 6.260
clkbuf_2: 2 / 10.01
or3b_1: 1 / 8.760
mux4_2: 8 / 180.2
nand2b_1: 2 / 12.51
mux2_2: 32 / 360.4
buf_1: 7 / 26.28
edfxtp_1: 128 / 3844
nor3_1: 128 / 640.6
mux4_1: 56 / 1471
nand2_1: 1 / 3.750
nand3b_1: 1 / 7.510
o21bai_1: 8 / 60.06
## layer usage
layer / vias to the layer above / part of all wire
met5: - / 0
met4: 0 / 0.015
met3: 24 / 0.11
met2: 228 / 0.51
met1: 1992 / 0.37
li1: 1903 / -
## logic make-up (layout without fill, tap and decap cells)
kind of cell | after synthesis | in the layout | synth area share
and+or+nand+nor | 134 | 134 | 0.09823
buffers and inverters | 64 | 125 | 0.04649
muxes | 96 | 96 | 0.2909
DFF | 128 | 128 | 0.5557
AOI/OAI and AO/OA | 8 | 8 | 0.008683
## where the power goes
| part | switching (mW) | total (mW) | leakage, nW | internal [mW] |
|---|---|---|---|---|
| registers | 0.0321 | 1.45 | 1.23 | 1.42 |
| logic | 0.182 | 0.419 | 1.21 | 0.237 |
| clock network | 0.480 | 1.36 | 0.273 | 0.877 |
## area by class of cell
class,count,area [um2]
well taps,285,356.6
fillers,2048,14300
multi-input cells,238,2751
repair buffers,79,755.7
inverters,16,60.06
clock buffers,18,429.2
flip-flops and latches,128,3844
clock inverters,12,145.1
Power figures rest on the tool's default switching activity, not on a simulated workload.
